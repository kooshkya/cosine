**/design/flow/config.mk**
```make
export PLATFORM = sky130hd
export DESIGN_NAME = CUD
export DESIGN_NICKNAME = CUD
export VERILOG_FILES = /design/flow/design.v
export SDC_FILE = /design/flow/constraint.sdc
export NUM_CORES = 4
export LEC_CHECK = 1
export CORE_AREA = 10 10 80 80
export DIE_AREA = 0 0 90 90
```
**/design/flow/constraint.sdc**
```tcl
current_design CUD

set clk_period 1.4
set clk_io_pct 0.2

create_clock -name clk0 -period $clk_period [get_ports {clk}]

set non_clock_inputs [all_inputs -no_clocks]
set_input_delay [expr $clk_period * $clk_io_pct] -clock clk0 $non_clock_inputs
set_output_delay [expr $clk_period * $clk_io_pct] -clock clk0 [all_outputs]
```
**/design/flow/design.v**
```verilog
module CUD(input clk, start, rst, input [15 : 0] vSig, input [15 : 0] XSig, output done, output [15 : 0] distance);
    wire stop;
    wire [3 : 0] state;
    controlUnit CU (.clk(clk), .start(start), .stop(stop), .state(state), .rst(rst));
    datapath DP (.clk(clk), .state(state), .vSig(vSig), .XSig(XSig), .done(done), .stop(stop), .distance(distance));
endmodule
module adder(input [n - 1 : 0] a, input [n - 1 : 0] b, output [n - 1 : 0] result);
    parameter n = 16;
    assign result = a + b;
endmodule
module buffer(input [n - 1 : 0] incoming, input cs, output [n - 1 : 0] outgoing);
    parameter n = 16;
    assign outgoing = (cs) ? incoming : 50'bz;
endmodule
module comparator(input [n - 1 : 0] a, input [n - 1 : 0] b, output E);
    parameter n = 4;
    assign E = (a == b);
endmodule
module controlUnit(input clk, start, stop, rst, output reg [3 : 0] state);
    initial begin
        state = 4'b0;
    end
    always @ (posedge clk, posedge rst) begin
        if (rst) begin
            state = 4'b0;
        end else begin
            if (state == 4'b0) begin     
                if (start == 1'b1) begin
                    state = 4'b001;
                end
            end else if (state == 4'b1) begin    
                if (start == 0) begin
                    state = 4'd2;
                end
            end else if (state == 4'd2) begin    
                state = 4'd3;
            end else if (state == 4'd3) begin    
                if (stop == 1'b1) begin
                    state = 4'd4;
                end else begin
                    state = 4'd5;
                end
            end else if (state == 4'd4) begin    
                state = 3'd0;
            end else if (state == 4'd5) begin    
                state = 4'd3;
            end
        end
    end
endmodule
module datapath(input clk, input [3 : 0] state, input [15:0] vSig, input [15:0] XSig, output done, stop, output [15 : 0] distance);
    wire StandBy, Alert, StartCalculation, AccumulateTerms, Remult, CalculateDistance;
    comparator StandByComp(.a(state), .b(4'd0), .E(StandBy));
    comparator AlertComp(.a(state), .b(4'd1), .E(Alert));
    comparator StartCalculationComp(.a(state), .b(4'd2), .E(StartCalculation));
    comparator AccumulateTermsComp(.a(state), .b(4'd3), .E(AccumulateTerms));
    comparator CalculateDistanceComp(.a(state), .b(4'd4), .E(CalculateDistance));
    comparator RemultComp(.a(state), .b(4'd5), .E(Remult));
    wire [15 : 0] VContent;
    wire [15 : 0] expressionContent;
    wire [15 : 0] expressionData;
    wire expressionLoad, termLoad;
    wire [15 : 0] termData;
    wire [15 : 0] termContent;
    wire [15 : 0] counterContent;
    wire [15 : 0] X2Content;
    wire [15 : 0] coefficient;
    wire [15 : 0] adderResult;
    adder myadder(.a(expressionContent), .b(termContent), .result(adderResult));
    wire [15 : 0] multiplierA;
    wire [15 : 0] multiplierB;
    wire [15 : 0] multiplierResult;
    buffer B1 (.incoming(XSig), .cs(StartCalculation), .outgoing(multiplierA));
    buffer B2 (.incoming(XSig), .cs(StartCalculation), .outgoing(multiplierB));
    buffer B3 (.incoming(VContent), .cs(CalculateDistance), .outgoing(multiplierA));
    buffer B4 (.incoming(expressionContent), .cs(CalculateDistance), .outgoing(multiplierB));
    buffer B5 (.incoming(termContent), .cs(AccumulateTerms), .outgoing(multiplierA));
    buffer B6 (.incoming(coefficient), .cs(AccumulateTerms), .outgoing(multiplierB));
    buffer B7 (.incoming(termContent), .cs(Remult), .outgoing(multiplierA));
    buffer B8 (.incoming(X2Content), .cs(Remult), .outgoing(multiplierB));
    multiplier mymultiplier(.a(multiplierA), .b(multiplierB), .result(multiplierResult));
    defparam Done.n = 1;
    register Done (.clk(clk), .load(CalculateDistance), .clear(1'b0), .inc(1'b0), .asyncclear(StartCalculation), .data(1'b1), .Q(done));
    register V (.clk(clk), .load(StartCalculation), .clear(1'b0), .inc(1'b0), .asyncclear(1'b0), .data(vSig), .Q(VContent));
    register X2 (.clk(clk), .load(StartCalculation), .clear(1'b0), .inc(1'b0), .asyncclear(1'b0), .data(multiplierResult), .Q(X2Content));
    register counter (.clk(clk), .load(StartCalculation), .clear(1'b0),
        .inc(AccumulateTerms), .asyncclear(1'b0), .data(16'b0), .Q(counterContent));
    or(expressionLoad, StartCalculation, AccumulateTerms);
    multiplexer exprDataMux (.I0(16'b0), .I1(adderResult), .select(AccumulateTerms), .out(expressionData));
    register expression (.clk(clk), .load(expressionLoad), .clear(1'b0), .inc(1'b0),
         .asyncclear(1'b0), .data(expressionData), .Q(expressionContent));
    or(termLoad, StartCalculation, AccumulateTerms, Remult);
    multiplexer termDataMux (.I0(multiplierResult), .I1({5'b00001, 11'b0}), .select(StartCalculation), .out(termData));
    register term (.clk(clk), .load(termLoad), .clear(1'b0),
         .inc(1'b0), .asyncclear(1'b0), .data(termData), .Q(termContent));
    register distanceRegister (.clk(clk), .load(CalculateDistance), .clear(1'b0),
        .inc(1'b0), .asyncclear(1'b0), .data(multiplierResult), .Q(distance));
    myrom therom (counterContent[2 : 0], coefficient);
    comparator CounterStop(.a(counterContent), .b(16'd8), .E(stop));
    defparam CounterStop.n = 16;
endmodule
module multiplexer (input [n - 1 : 0] I0, input [n - 1 : 0] I1, input select, output reg [n - 1 : 0] out);
    parameter n = 16;
    always @ (*) begin
        out = (select) ? I1 : I0;
    end
endmodule
module multiplier(input [15 : 0] a, input [15 : 0] b, output [15 : 0] result);
    wire [31 : 0] guardedres;
    wire [15 : 0] unsignedResult;
    wire [15 : 0] aShadow;
    wire [15 : 0] bShadow;
    wire sign;
    assign sign = a[15] ^ b[15];
    assign aShadow = (a[15]) ? ((~a) + 1) : a;
    assign bShadow = (b[15]) ? ((~b) + 1) : b;
    assign guardedres = aShadow * bShadow;
    assign unsignedResult = guardedres[26 : 11];
    assign result = (sign) ? ((~unsignedResult) + 1) : unsignedResult;
endmodule
module myrom (input [2 : 0] select, output reg [15 : 0] data);
    always @ (*) begin
        if (select == 3'b000) begin
            data = 16'b1111110000000000;
        end else if (select == 3'b001) begin
            data = 16'b1111111101010101;
        end else if (select == 3'b010) begin
            data = 16'b1111111110111100;
        end else if (select == 3'b011) begin
            data = 16'b1111111111011011;
        end else if (select == 3'b100) begin
            data = 16'b1111111111101001;
        end else if (select == 3'b101) begin
            data = 16'b1111111111110000;
        end else  if (select == 3'b110) begin
            data = 16'b1111111111110101;
        end
    end
endmodule
module register(input clk, load, clear, inc, asyncclear, input[n - 1:0] data, output reg [n - 1:0] Q);
    parameter n = 16;
    always @ (posedge clk, posedge asyncclear) begin
        if (asyncclear) begin
            Q = 0;
        end
        else begin
            if (load) begin
                Q = #1 data;
            end else if (inc) begin
                Q = #1 Q + 1;
            end else if (clear) begin
                Q = #1 0;
            end
        end
    end
endmodule
```
**/design/flow/run.sh**
```bash
#!/bin/bash
# OpenROAD 26Q1-2900-gdf79404cd8, Yosys 0.63+post, stock flow scripts
make -C /OpenROAD-flow-scripts/flow DESIGN_CONFIG=/design/flow/config.mk WORK_HOME=/design/flow/orfs finish
```
==> run summary <==
Implementation status.

- The number of warnings issued by yosys is 6.
- The gate-level netlist out of Yosys references 34 unique cell types.
- The yosys cell count is 150.
- The first error in the log reads "ERROR: Found 16 problems in 'check -assert'".
- The flip-flop and latch count after synthesis is 20.
- The share of the Yosys chip area taken by registers is 0.340.
- The yosys stat chip area is around 0.0012 mm^2.
- According to the logs, the last stage reached was synthesis.
- The flow did not finish.
==> cells by family after synthesis <==
group	Yosys count	share of synthesized area
and+or+nand+nor	51	0.239
buffers and inverters	45	0.241
AOI/OAI and AO/OA	24	0.110
DFF	20	0.340
xor gates and xnor gates	6	0.0426
adders and majority gates	2	0.0203
other	2	0.00608
==> cell usage after synthesis <==
cell type | n | area (um^2)
sky130_fd_sc_hd__conb_1 | 2 | 7.51
sky130_fd_sc_hd__nand2_1 | 8 | 30.0
sky130_fd_sc_hd__nand4b_1 | 1 | 8.76
sky130_fd_sc_hd__a31o_2 | 1 | 8.76
sky130_fd_sc_hd__xnor2_1 | 4 | 35.0
sky130_fd_sc_hd__and4_1 | 1 | 8.76
sky130_fd_sc_hd__nor4_1 | 4 | 25.0
sky130_fd_sc_hd__ha_1 | 2 | 25.0
sky130_fd_sc_hd__o22ai_1 | 1 | 6.26
sky130_fd_sc_hd__nand3_1 | 5 | 25.0
sky130_fd_sc_hd__buf_4 | 34 | 255
sky130_fd_sc_hd__nand3_2 | 1 | 10.0
sky130_fd_sc_hd__nor2_1 | 12 | 45.0
sky130_fd_sc_hd__a21oi_1 | 5 | 25.0
sky130_fd_sc_hd__dfxtp_1 | 16 | 320
sky130_fd_sc_hd__inv_1 | 9 | 33.8
sky130_fd_sc_hd__and3_2 | 1 | 7.51
sky130_fd_sc_hd__nor3_1 | 1 | 5.00
sky130_fd_sc_hd__a31oi_1 | 1 | 6.26
sky130_fd_sc_hd__nand4_1 | 5 | 31.3
sky130_fd_sc_hd__or4_1 | 2 | 15.0
sky130_fd_sc_hd__and3b_1 | 1 | 8.76
sky130_fd_sc_hd__or3_1 | 4 | 25.0
sky130_fd_sc_hd__a21o_1 | 1 | 7.51
sky130_fd_sc_hd__buf_2 | 1 | 5.00
sky130_fd_sc_hd__nand3b_4 | 1 | 20.0
sky130_fd_sc_hd__clkbuf_1 | 1 | 3.75
sky130_fd_sc_hd__dfrtp_1 | 4 | 100
sky130_fd_sc_hd__o21ai_0 | 12 | 60.1
sky130_fd_sc_hd__nor4b_1 | 2 | 17.5
sky130_fd_sc_hd__xor2_1 | 2 | 17.5
sky130_fd_sc_hd__nand2b_1 | 1 | 6.26
sky130_fd_sc_hd__and3_1 | 1 | 6.26
sky130_fd_sc_hd__o31ai_1 | 3 | 22.5
